==> /design/flow/design.v <==
`timescale 1ns / 1ps
module lif_neuron #(
    parameter NEURON_ID         = 0,
    parameter DATA_WIDTH        = 16,     
    parameter WEIGHT_WIDTH      = 8,      
    parameter THRESHOLD_WIDTH   = 16,     
    parameter LEAK_WIDTH        = 8,      
    parameter REFRAC_WIDTH      = 8       
)(
    input  wire                         clk,
    input  wire                         rst_n,
    input  wire                         enable,
    input  wire                         syn_valid,
    input  wire [WEIGHT_WIDTH-1:0]      syn_weight,
    input  wire                         syn_excitatory,     
    input  wire [THRESHOLD_WIDTH-1:0]   threshold,
    input  wire [LEAK_WIDTH-1:0]        leak_rate,
    input  wire [REFRAC_WIDTH-1:0]      refractory_period,
    input  wire                         reset_potential_en,
    input  wire [DATA_WIDTH-1:0]        reset_potential,
    output reg                          spike_out,
    output reg  [DATA_WIDTH-1:0]        membrane_potential,
    output wire                         is_refractory,
    output wire [REFRAC_WIDTH-1:0]      refrac_count
);
    reg [DATA_WIDTH-1:0]        v_mem;            
    reg [REFRAC_WIDTH-1:0]      refrac_counter;   
    reg                         spike_reg;        
    assign is_refractory = (refrac_counter > 0);
    assign refrac_count = refrac_counter;
    wire signed [DATA_WIDTH:0] v_mem_next;
    wire signed [DATA_WIDTH:0] syn_contribution;
    wire signed [DATA_WIDTH:0] leak_contribution;
    assign syn_contribution = syn_excitatory ? 
                             {{(DATA_WIDTH-WEIGHT_WIDTH+1){1'b0}}, syn_weight} : 
                             -{{(DATA_WIDTH-WEIGHT_WIDTH+1){1'b0}}, syn_weight};
    assign leak_contribution = -{{(DATA_WIDTH-LEAK_WIDTH+1){1'b0}}, leak_rate};
    assign v_mem_next = syn_valid ? 
                       ($signed({1'b0, v_mem}) + syn_contribution) : 
                       ($signed({1'b0, v_mem}) + leak_contribution);
    always @(posedge clk) begin
        if (!rst_n) begin
            v_mem <= 16'd0;
            refrac_counter <= 8'd0;
            spike_reg <= 1'b0;
            membrane_potential <= 16'd0;
        end else if (enable) begin
            spike_reg <= 1'b0;   
            if (refrac_counter > 0) begin
                refrac_counter <= refrac_counter - 1'b1;
                v_mem <= reset_potential_en ? reset_potential : 16'd0;
            end else begin
                if (v_mem_next[DATA_WIDTH]) begin
                    v_mem <= 16'd0;
                end else if (|v_mem_next[DATA_WIDTH:DATA_WIDTH-1]) begin
                    v_mem <= {DATA_WIDTH{1'b1}};
                end else begin
                    v_mem <= v_mem_next[DATA_WIDTH-1:0];
                end
                if (v_mem >= threshold) begin
                    spike_reg <= 1'b1;
                    refrac_counter <= refractory_period;
                    v_mem <= reset_potential_en ? reset_potential : 16'd0;
                end
            end
            membrane_potential <= v_mem;
        end
    end
    always @(posedge clk) begin
        if (!rst_n) begin
            spike_out <= 1'b0;
        end else begin
            spike_out <= spike_reg & enable;
        end
    end
endmodule
==> /design/flow/run.sh <==
#!/bin/bash
# OpenROAD 26Q1-2900-gdf79404cd8, Yosys 0.63+post, stock flow scripts
make -C /OpenROAD-flow-scripts/flow DESIGN_CONFIG=/design/flow/config.mk WORK_HOME=/design/flow/orfs finish
==> /design/flow/config.mk <==
export PLATFORM = sky130hd
export DESIGN_NAME = lif_neuron
export DESIGN_NICKNAME = lif_neuron
export VERILOG_FILES = /design/flow/design.v
export SDC_FILE = /design/flow/constraint.sdc
export NUM_CORES = 4
export LEC_CHECK = 1
export CORE_UTILIZATION = 50
==> /design/flow/constraint.sdc <==
current_design lif_neuron

set clk_period 5.8
set clk_io_pct 0.2

create_clock -name clk0 -period $clk_period [get_ports {clk}]

set non_clock_inputs [all_inputs -no_clocks]
set_input_delay [expr $clk_period * $clk_io_pct] -clock clk0 $non_clock_inputs
set_output_delay [expr $clk_period * $clk_io_pct] -clock clk0 [all_outputs]
==> impl_metrics.env <==
# source this file to load flow results
export IMPL_fp_row_count=31
export IMPL_post_cts_repair_resize_count=0
export IMPL_fmax_mhz=191
export IMPL_synth_xor_xnor_area_share=0.0589
export IMPL_tritoncts="yes"
export IMPL_synth_area_per_cell_um2=7.98
export IMPL_setup_clock_skew_after_layout_ns=0.0105
export IMPL_worst_path_max_delay_cell="sky130_fd_sc_hd__a2111o_1"
export IMPL_netlist_area_um2=3870
export IMPL_synth_adder_area_share=0.153
export IMPL_num_io_pins=88
export IMPL_timing_reg2reg_worst_path_depth=10
export IMPL_area_growth_synth_to_final_pct=27.7
export IMPL_final_layout_size_suffix_gt1_frac=0.0529
export IMPL_routed_via_count=3912
export IMPL_synth_top_flop_cell="sky130_fd_sc_hd__dfxtp_1"
export IMPL_timing_critical_path_arrival_ns=5.44
export IMPL_core_util_floorplan=0.525
export IMPL_post_cts_repair_setup_buffers=0
export IMPL_post_synthesis_share_of_cell_area_spent_on_and_or_and_or_and_gates=0.275
export IMPL_cts_num_sinks=42
export IMPL_worst_endpoint_required_ns=6.00
export IMPL_wirelength_um=10700
export IMPL_top_cell_area_share=0.217
export IMPL_worst_r2r_startpoint="v_mem[0]"
export IMPL_skew_pair_late_insertion_delay_ns=0.29
export IMPL_layout_cells_non_filler=666
export IMPL_synth_simple_gate_area_share=0.186
export IMPL_area_reported_by_yosys_stat_um2=3870
export IMPL_ys_top_logic_family="AND-OR/OR-AND gates"
export IMPL_cts_root_to_sink_buffers=2
export IMPL_timing_hold_worst_class="reg -> reg"
export IMPL_fin_crit_sh=0.903
export IMPL_grt_antenna_before_repair=0
export IMPL_cp_slowest_stage_delay_ns=0.61
export IMPL_ys_seq_share=0.217
export IMPL_yosys_warnings=1
export IMPL_detail_route_first_pass_iterations=4
export IMPL_portBuffers=87
export IMPL_synth_dominant_cell_count="sky130_fd_sc_hd__nor2_1"
export IMPL_status="completed"
export IMPL_core_area_um2=7370
export IMPL_cts_hold_repair_buffers=0
export IMPL_synth_seq_cells=42
export IMPL_worst_hold_path_num_cells=2
export IMPL_crit_fanout=12
export IMPL_finalMaxSlewViolations=0
export IMPL_power_per_cell_area_nw_per_um2=445
export IMPL_number_of_enable_type_register_cells_in_the_synthesized_netlist=0
export IMPL_crit_path_cell_trace="clkdlybuf4s50_1 > nor3_1 > nand2_1 > nor4_1 > ha_1 > mux2_2 > ha_1 > a21o_1 > a31oi_1 > o211ai_1 > a211oi_1 > xnor2_1 > a2111o_1 > o32ai_1"
export IMPL_max_capacitance_violation_count=0
export IMPL_worst_pin_slew_ns=0.659
export IMPL_vdd_ir_drop_max_v=0.000227
export IMPL_drc_markers=0
export IMPL_min_period_ns=5.24
export IMPL_worst_hold_startpoint="spike_reg"
export IMPL_rsz0062_at_grt="false"
export IMPL_synth_distinct_cells=67
export IMPL_global_route_wire_length_before_repair_um=17900
export IMPL_detailedPlacementHpwl_um=8460
export IMPL_timing_reg2reg_setup_slack_ns=2.64
export IMPL_setup_viol=0
export IMPL_cts_made_buffers=5
export IMPL_timing_setup_critical_path_class="in -> reg"
export IMPL_critPathCaptureType="flop"
export IMPL_crit_reg2reg_capture="v_mem[11]"
export IMPL_postSynth_asyncResetShare=0
export IMPL_timing_slew_headroom=0.560
export IMPL_pin_count_of_the_biggest_net_entering_global_routing=38
export IMPL_clk_transition_reported_paths_ns=0.08
export IMPL_most_used_cell_along_the_critical_path="sky130_fd_sc_hd__ha_1"
export IMPL_placed_cells=659
export IMPL_top_cells_by_count="49 x sky130_fd_sc_hd__nor2_1, 44 x sky130_fd_sc_hd__ha_1, 42 x sky130_fd_sc_hd__dfxtp_1"
export IMPL_via_per_inst=5.87
export IMPL_detailedRoute_firstIterationViolations=194
export IMPL_top_regs="membrane_potential x16, v_mem x16, refrac_counter x8"
export IMPL_clock_tree_root_cell="sky130_fd_sc_hd__clkbuf_8"
export IMPL_grt_total_usage=0.273
export IMPL_htree_levels=2
export IMPL_fp_dieW_um=90.0
export IMPL_ys_top_cells_by_area="sky130_fd_sc_hd__dfxtp_1 22%, sky130_fd_sc_hd__ha_1 14%, sky130_fd_sc_hd__nor2_1 4.8%, sky130_fd_sc_hd__mux2i_1 4.4%, sky130_fd_sc_hd__a21oi_1 4.0%"
export IMPL_synth_stat_cells=485
export IMPL_grt_overflow_total=0
export IMPL_whs_endpoint="spike_reg"
export IMPL_layout_setup_ws_ns=0.562
export IMPL_wire_per_inst_um=16.1
export IMPL_post_synthesis_mux_area_share=0.0537
export IMPL_stage_log_warnings=27
export IMPL_worstSetupStartpointType="input port"
export IMPL_die_height_um=90.0
export IMPL_dp_slack_ns=0.279
export IMPL_placer_s_final_routability_congestion_estimate=0.917
export IMPL_cellLeakagePower_nw=2.15
export IMPL_diodes=0
export IMPL_setup_tns_ns=0
export IMPL_grt_pass1_vias=3746
export IMPL_route_antenna_remaining_nets=0
export IMPL_post_synth_top_area_cell="sky130_fd_sc_hd__dfxtp_1"
export IMPL_final_hold_viol_count=0
export IMPL_design_die_area_um2=8090
export IMPL_synthesis_instances=485
-- layout make-up --
cell class                 instances  area, µm²
clock buffer                       6       82.6
clock inverter                     1       30.0
fill                             616       2430
inverter                          39        146
multi-input combinational        387       2810
sequential                        42        841
tap                               99        124
timing repair buffer              92        908
-- metrics by stage --
| stage | area, µm² | power [W] | util | hold slack (ns) |
|---|---|---|---|---|
| global route | 4940 | 0.00239 | 0.671 | 0.498 |
| global placement | 4830 | 0.00193 | 0.655 | 0.450 |
| detailed placement | 4830 | 0.00195 | 0.655 | 0.458 |
| floorplan | 3870 | 0.00153 | - | 0.437 |
| finish | 4940 | 0.00220 | 0.671 | 0.472 |
| CTS | 4940 | 0.00219 | 0.671 | 0.470 |
-- worst max path at each step --
stage	start	to	slack (ns)	depth (start not counted)
after CTS	syn_weight[2]	v_mem[11]	0.58	14
after global routing	syn_weight[2]	v_mem[7]	0.22	14
final	syn_weight[2]	v_mem[11]	0.56	14
-- layout by cell type (no fill, tap or decap), drive strengths merged, types with 4 or more instances in the layout --
cell type	Yosys	routed
nor4	5	5
a21o	6	6
mux2i	17	17
dfxtp	42	42
inv	38	38
a31oi	10	10
or2	4	4
or3	5	5
buf	2	5
o211ai	5	5
and3	7	7
nand2	34	34
o22ai	15	15
clkbuf	15	6
ha	44	44
o21ai	11	11
o31a	4	4
o21a	8	8
a211oi	5	5
nor2	49	49
nor3	15	15
o2bb2ai	6	6
a22o	5	5
a2bb2oi	12	12
clkdlybuf4s50	0	87
xor2	12	12
xnor2	14	14
a21oi	31	31
nand3	11	11
a2111oi	5	5
-- worst max-delay path, delay by kind of cell --
kind / cells / cell delay (ns)
compound gates: 6 / 1.79
xor+xnor: 1 / 0.16
fa+ha+maj: 2 / 0.63
buf+inv: 1 / 0.47
mux: 1 / 0.28
simple gates: 3 / 0.96
-- routing by layer --
layer / up-vias / global-route usage / wire [µm]
li1: 1977 / - / -
met1: 1815 / 0.390 / 4950
met2: 109 / 0.466 / 5020
met3: 11 / 0.0335 / 606
met4: 0 / 0.0282 / 128
met5: - / 0 / 0
-- where the power goes --
group / internal, W / switching, W / total (W)
clock network: 0.000138 / 0.0000992 / 0.000237
registers: 0.000367 / 0.000142 / 0.000510
logic: 0.000714 / 0.000737 / 0.00145
-- logic make-up after synthesis --
group,count (synthesis)
xor+xnor,26
mux,20
fa+ha+maj,46
buf+inv,56
compound gates,146
flops,42
simple gates,149
No activity file was given, so power comes from the tool's default toggle rates.
