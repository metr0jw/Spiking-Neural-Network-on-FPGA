`flow/run.sh`:
```
#!/bin/bash
# OpenROAD 26Q1-2900-gdf79404cd8, Yosys 0.63+post, stock flow scripts
make -C /OpenROAD-flow-scripts/flow DESIGN_CONFIG=/design/flow/config.mk WORK_HOME=/design/flow/orfs finish
```
`flow/config.mk`:
```
export PLATFORM = sky130hd
export DESIGN_NAME = sync_pulse_ack
export DESIGN_NICKNAME = sync_pulse_ack
export VERILOG_FILES = /design/flow/design.v
export SDC_FILE = /design/flow/constraint.sdc
export NUM_CORES = 4
export LEC_CHECK = 1
export CORE_AREA = 10 10 70 70
export DIE_AREA = 0 0 80 80
```
`flow/constraint.sdc`:
```
current_design sync_pulse_ack

set clk_period 1.0
set clk_io_pct 0.2

create_clock -name clk0 -period $clk_period [get_ports {dst_clk}]
create_clock -name clk1 -period $clk_period [get_ports {src_clk}]

set non_clock_inputs [all_inputs -no_clocks]
set_input_delay [expr $clk_period * $clk_io_pct] -clock clk0 $non_clock_inputs
set_output_delay [expr $clk_period * $clk_io_pct] -clock clk0 [all_outputs]
```
`flow/design.v`:
```
`timescale 1ns / 1ps
module sync_pulse (
    input  wire src_clk,
    input  wire src_rst_n,
    input  wire src_pulse,
    output wire src_busy,
    input  wire dst_clk,
    input  wire dst_rst_n,
    output reg  dst_pulse
);
    reg src_toggle;
    reg [2:0] dst_sync;
    reg dst_toggle_prev;
    always @(posedge src_clk) begin
        if (!src_rst_n) begin
            src_toggle <= 1'b0;
        end else if (src_pulse) begin
            src_toggle <= ~src_toggle;
        end
    end
    always @(posedge dst_clk) begin
        if (!dst_rst_n) begin
            dst_sync <= 3'b000;
            dst_toggle_prev <= 1'b0;
            dst_pulse <= 1'b0;
        end else begin
            dst_sync <= {dst_sync[1:0], src_toggle};
            dst_toggle_prev <= dst_sync[2];
            dst_pulse <= dst_sync[2] ^ dst_toggle_prev;
        end
    end
    assign src_busy = 1'b0;  
endmodule
module sync_pulse_ack (
    input  wire src_clk,
    input  wire src_rst_n,
    input  wire src_pulse,
    output wire src_busy,
    output reg  src_done,
    input  wire dst_clk,
    input  wire dst_rst_n,
    output reg  dst_pulse
);
    reg src_req;
    reg [2:0] src_ack_sync;
    reg dst_ack;
    reg [2:0] dst_req_sync;
    always @(posedge src_clk) begin
        if (!src_rst_n) begin
            src_req <= 1'b0;
            src_done <= 1'b0;
            src_ack_sync <= 3'b000;
        end else begin
            src_ack_sync <= {src_ack_sync[1:0], dst_ack};
            src_done <= 1'b0;
            if (src_pulse && !src_req && !src_ack_sync[2]) begin
                src_req <= 1'b1;
            end else if (src_req && src_ack_sync[2]) begin
                src_req <= 1'b0;
                src_done <= 1'b1;
            end
        end
    end
    always @(posedge dst_clk) begin
        if (!dst_rst_n) begin
            dst_req_sync <= 3'b000;
            dst_ack <= 1'b0;
            dst_pulse <= 1'b0;
        end else begin
            dst_req_sync <= {dst_req_sync[1:0], src_req};
            dst_pulse <= 1'b0;
            if (dst_req_sync[2] && !dst_ack) begin
                dst_pulse <= 1'b1;
                dst_ack <= 1'b1;
            end else if (!dst_req_sync[2] && dst_ack) begin
                dst_ack <= 1'b0;
            end
        end
    end
    assign src_busy = src_req || src_ack_sync[2];
endmodule
```
==> flow_metrics.tcl <==
# collected from the flow reports
set metrics [dict create \
    synth_stat.cells 25 \
    warning_count 28 \
    grt_use_total_pct 1.88 \
    ys_sh_adder_pct 4.10 \
    rsz0062_at_grt "yes" \
    num_rows 21 \
    cts.sinks 10 \
    fin_cells 88 \
    hold_ws_ps 428 \
    dp_slack_ps -117 \
    relSlewSlack_pct 92.4 \
    ios 8 \
    compound_area_share_pct 0 \
    grt_pass1_vias 244 \
    critPathSlowestCell "dfxtp_2" \
    netlist_logic_family_top "simple AND/OR/NAND/NOR gates" \
    grt_overflow 0 \
    drt_wl_total_um 610 \
    path_clk_slew_ps 40 \
    drive_gt1_share_pct 35.7 \
    fin_ws_ps -53.8 \
    grt_pass1_wl_um 945 \
    ys_sh_xor_pct 0 \
    drt_iter0_drc 0 \
    syn_area_per_cell_um2 12.2 \
    worstHoldPathType "reg2reg" \
    ant_nets 0 \
    dp_cells 80 \
    cp.buffers_inverters 1 \
    synthesis.instances 25 \
    max-cap-violations 0 \
    setup_tns_ps -53.8 \
    diodes 0 \
    dp_hpwl_um 449 \
    drcViolationCount 0 \
    ys_seq_share_pct 65.6 \
    fin_skew_ps 4.52 \
    crit_chain "or2_1 > clkbuf_2" \
    finalHoldViolations 0 \
    synth_cell_types 10 \
    synthMuxAreaShare_pct 3.28 \
    p_per_area_nw_per_um2 1790 \
    peakVddDrop_v 0.000263 \
    fin_area_um2 507 \
    dieArea_um2 6400 \
    cp.arrival_ps 850 \
    fp_util_pct 8.94 \
    outcome "finished with violations" \
    violations "setup timing" \
    ys_sh_simple_pct 25.8 \
    crit_path_max_fanout 2 \
    power.leakage_nw 0.213 \
    fp.dieH_um 80 \
    start_kind "flip-flop" \
    area_delta_synth_final_pct 66.0 \
    hold_buffers 0 \
    yosysWarnings 1 \
    crit_type "reg2out" \
    setup_viol 1 \
    grt_max_degree 6 \
    antenna_found_initial 0 \
    vias 214 \
    gp_congestion 0.660 \
    cts_tree "built" \
    die_w_um 80 \
    fp.coreArea_um2 3420 \
    worstSetupEndpointType "output pin" \
    via_per_inst 2.43 \
    cts_setup_buffers 0 \
    placed_area_um2 445 \
    critPathMaxStageDelay_ps 310 \
    worst_pin_slew_ps 111 \
    wl_per_cell_um 6.93 \
    ff2ff_setup_slack_ps 60 \
    syn-cell-area_um2 305 \
    buffer_ports.inserted 6 \
    critPathTopFamily "flip-flops" \
    drtPass1Iterations 1 \
    worstPathRequired_ps 800 \
    slew_violations 0 \
    synth_chip_area_um2 305 \
    ys_seq_elements 10 \
]
-- final timing paths --
path,end,depth (start not counted),from
max,src_busy,2,src_ack_sync[2]
min,dst_req_sync[1],1,dst_req_sync[0]
max reg2reg,dst_ack,4,dst_ack
min reg2reg,dst_req_sync[1],1,dst_req_sync[0]
max in group clk1,src_done,2,src_rst_n
min in group clk1,src_ack_sync[1],1,src_ack_sync[0]
-- report_power, final --
| part | switching (mW) | internal [mW] | leakage [nW] |
|---|---|---|---|
| combinational | 0.0113 | 0.0252 | 0.101 |
| clock | 0.161 | 0.301 | 0.0300 |
| sequential | 0.00263 | 0.408 | 0.0823 |
| total | 0.175 | 0.735 | 0.213 |
-- worst register-to-register path: cells and delay by family, from the launching register on --
family,cells,cell delay [ps]
adder cells (fa/ha/maj),1,250
multiplexers,1,160
AND/OR/NAND/NOR,1,50
buffers and inverters,1,40
flip-flops,1,320
-- sequential cells by signal (all words and copies together), names as in the netlist --
name / cells
dst_req_sync: 3
src_ack_sync: 3
dst_ack: 1
dst_pulse: 1
src_done: 1
src_req: 1
-- kinds of logic (layout without fill, tap and decap cells) --
group / after synthesis / count (layout)
DFF: 10 / 10
buffers and inverters: 1 / 18
and+or+nand+nor: 12 / 12
muxes: 1 / 1
adders and majority gates: 1 / 1
-- area by class of cell --
cell class	instances	area, um2
flip-flops and latches	10	203
fillers	400	2910
well taps	46	57.6
multi-input cells	14	114
clock buffers	8	52.6
inverters	1	3.75
repair buffers	9	76.3
-- layout by cell type (no fill, tap or decap), drive strengths merged, types with 3 or more instances in the layout --
master and count:
dfxtp 10, clkdlybuf4s50 3, and2 7, buf 3, clkbuf 9
-- through the flow --
step / utilization, % / power, mW
3_5_place_dp: 13.0 / 0.457
5_1_grt: 14.8 / 0.960
4_1_cts: 14.5 / 0.935
2_1_floorplan: - / 0.428
6_report: 14.8 / 0.910
3_3_place_gp: 13.0 / 0.456
-- cells in the mapped netlist --
library cell / count / area, um2
nor3b_2: 1 / 12.5
nor2b_1: 1 / 6.26
and2_1: 7 / 43.8
inv_1: 1 / 3.75
ha_1: 1 / 12.5
and3_1: 1 / 6.26
or2_1: 1 / 6.26
nor2_1: 1 / 3.75
mux2i_1: 1 / 10.0
dfxtp_1: 10 / 200
-- per-layer routing --
layer / part of all wire [%] / track usage (%) / vias up
li1: - / - / 111
met4: 9.8 / 2.11 / 0
met1: 38 / 1.62 / 92
met3: 4.3 / 1.14 / 4
met5: 0 / 0 / -
met2: 48 / 2.81 / 7
-- what timing repair did --
action	CTS	global route
gates resized	3	7
pin swaps	0	2
cloned	0	0
setup endpoints to repair	3	3
hold endpoints to repair	0	0
Power is estimated from default activity; no workload was simulated.
